[design/flow/config.mk]
export PLATFORM = sky130hd
export DESIGN_NAME = asynchronous_fifo
export DESIGN_NICKNAME = asynchronous_fifo
export VERILOG_FILES = /design/flow/design.v
export SDC_FILE = /design/flow/constraint.sdc
export NUM_CORES = 4
export LEC_CHECK = 1
export CORE_UTILIZATION = 50
[design/flow/constraint.sdc]
current_design asynchronous_fifo

set clk_period 62.3
set clk_io_pct 0.2

create_clock -name clk0 -period $clk_period [get_ports {rd_clk}]
create_clock -name clk1 -period $clk_period [get_ports {wrt_clk}]

set non_clock_inputs [all_inputs -no_clocks]
set_input_delay [expr $clk_period * $clk_io_pct] -clock clk0 $non_clock_inputs
set_output_delay [expr $clk_period * $clk_io_pct] -clock clk0 [all_outputs]
[design/flow/design.v]
`timescale 1ns / 1ps
module rd_ptr_empty (output reg empty,
		     output [6:0] rd_addr,
		     output reg [7:0] rd_ptr,
		     input [7:0] rq2_wrt_ptr,
		     input rd_en, rd_clk, rd_rst_n);
	reg [7:0] rd_bin;
	wire [7:0] rd_gray_next, rd_bin_next;
	wire empty_val;
	always @(posedge rd_clk or negedge rd_rst_n)
		if (!rd_rst_n) 
			{rd_bin, rd_ptr} <= 0;
		else 
			{rd_bin, rd_ptr} <= {rd_bin_next, rd_gray_next};
	assign rd_bin_next = rd_bin + (rd_en & ~empty);
	assign rd_gray_next = (rd_bin_next>>1) ^ rd_bin_next;
	assign rd_addr = rd_bin[6:0];
	assign empty_val = (rd_gray_next == rq2_wrt_ptr);
	always @(posedge rd_clk or negedge rd_rst_n)
		if (!rd_rst_n)
			empty <= 1'b1;
		else 
			empty <= empty_val;
endmodule
`timescale 1ns / 1ps
module asynchronous_fifo (output [15:0] rd_data,
			  output full,
			  output empty,
			  input [15:0] wrt_data,
			  input wrt_en, wrt_clk, wrt_rst_n,
			  input rd_en, rd_clk, rd_rst_n);
	wire [6:0] wrt_addr, rd_addr;
	wire [7:0] wrt_ptr, rd_ptr, wq2_rd_ptr, rq2_wrt_ptr;
	sync_rd_2_wrt srw (wq2_rd_ptr, rd_ptr, wrt_clk, wrt_rst_n);
	sync_wrt_2_rd swr (rq2_wrt_ptr, wrt_ptr, rd_clk, rd_rst_n);
	fifo_mem fm (rd_data, wrt_data, wrt_addr, rd_addr, wrt_en, full, wrt_clk);
	rd_ptr_empty re (empty, rd_addr, rd_ptr, rq2_wrt_ptr, rd_en, rd_clk, rd_rst_n);
	wrt_ptr_full wf (full, wrt_addr, wrt_ptr, wq2_rd_ptr, wrt_en, wrt_clk, wrt_rst_n);
endmodule
`timescale 1ns / 1ps
module fifo_mem (output [15:0] rd_data,
		 input [15:0] wrt_data,
		 input [6:0] wrt_addr, rd_addr,
		 input wrt_en, full, wrt_clk);
	reg [15:0] mem [0:127];
	assign rd_data = mem [rd_addr];
	always @(posedge wrt_clk)
	begin
		if (wrt_en & (~full)) 
			mem [wrt_addr] <= wrt_data;
	end
endmodule
`timescale 1ns / 1ps
`timescale 1ns / 1ps
module sync_rd_2_wrt (output reg [7:0] wq2_rd_ptr,
		      input [7:0] rd_ptr,
		      input wrt_clk, wrt_rst_n);
	reg [7:0] temp_ptr;
	always @(posedge wrt_clk or negedge wrt_rst_n)
		if (!wrt_rst_n) 
			{wq2_rd_ptr, temp_ptr} <= 0;
		else 
			{wq2_rd_ptr, temp_ptr} <= {temp_ptr, rd_ptr};
endmodule
`timescale 1ns / 1ps
module sync_wrt_2_rd (output reg [7:0] rq2_wrt_ptr,
		      input [7:0] wrt_ptr,
		      input rd_clk, rd_rst_n);
	reg [7:0] temp_ptr;
	always @(posedge rd_clk or negedge rd_rst_n)
		if (!rd_rst_n) 
			{rq2_wrt_ptr, temp_ptr} <= 0;
		else 
			{rq2_wrt_ptr, temp_ptr} <= {temp_ptr, wrt_ptr};
endmodule
`timescale 1ns / 1ps
module wrt_ptr_full (output reg full,
		     output [6:0] wrt_addr,
		     output reg [7:0] wrt_ptr,
		     input [7:0] wq2_rd_ptr,
		     input wrt_en, wrt_clk, wrt_rst_n);
	reg [7:0] wrt_bin;
	wire [7:0] wrt_gray_next, wrt_bin_next;
	wire full_val;
	always @(posedge wrt_clk or negedge wrt_rst_n)
	if (!wrt_rst_n) 
		{wrt_bin, wrt_ptr} <= 0;
	else
		{wrt_bin, wrt_ptr} <= {wrt_bin_next, wrt_gray_next};
	assign wrt_bin_next = wrt_bin + (wrt_en & ~full);
	assign wrt_gray_next = (wrt_bin_next>>1) ^ wrt_bin_next;
	assign wrt_addr = wrt_bin[6:0];
	assign full_val = (wrt_gray_next=={~wq2_rd_ptr[7:6], wq2_rd_ptr[5:0]});
	always @(posedge wrt_clk or negedge wrt_rst_n)
		if (!wrt_rst_n) 
			full <= 1'b0;
		else 
			full <= full_val;
endmodule
[design/flow/run.sh]
#!/bin/bash
# OpenROAD 26Q1-2900-gdf79404cd8, Yosys 0.63+post, stock flow scripts
make -C /OpenROAD-flow-scripts/flow DESIGN_CONFIG=/design/flow/config.mk WORK_HOME=/design/flow/orfs finish
==> summary.txt <==
The run has ended; figures from its reports follow.

The flow ran to the end, and the final reports show no timing, DRC or antenna violations. The area growth from synthesis to layout is 13.2%. The violation count after the first detailed-routing iteration came out at 2119. The first global-routing pass estimated 280000 um of wire. Once detail routing completed, the nets flagged for antenna violations numbered 0. The via density per instance came out at 6.07. Yosys reports that the leading cell type by area covers 76.2% of the netlist area. Per the summary, power density relative to cell area is 44.1 nW/um^2. In this run the horizontal extent of the chip is 404 um. The total length of routed wires is 194000 um.

The setup TNS came out at 0 ps. In the synthesized netlist the dominant register cell turns out to be sky130_fd_sc_hd__edfxtp_1. The Yosys warning count came out at 5. Setup repair after global routing left no endpoint under its margin. The number of global-route vias before repair is 40.7k. The worst setup path is captured at a primary output. The start of the worst register-to-register path is wf.wrt_bin[0]. The residual overflow from global routing is 0. The startpoint identified for the worst hold timing path is re.rd_ptr[5]. The worst supply voltage drop on vdd is 0.0000318 V. Yosys attributes the largest share of cell area to sky130_fd_sc_hd__edfxtp_1 (76%), sky130_fd_sc_hd__mux4_2 (19%), sky130_fd_sc_hd__dfrtp_1 (2.0%). The worst max-slew margin expressed relative to the limit came out at 39.7%. The number of max-slew violations in the final report came out at 0. For this design, Yosys synthesis ends with a cell count of 3243. The effective utilization at floorplan came out at 50.3%. The chip height is 404 um. The clock slew at the register clock pins of the worst setup and hold paths is 60 ps. The part of the Yosys area used for sequential elements is 78.2%. The tally of max-capacitance violations came out at 0. The tool warning count came out at 28. The pre-CTS setup slack came out at 42940 ps. At the end of routability-driven placement, the weighted congestion stood at 0.853. The cell with the most instances after synthesis is sky130_fd_sc_hd__edfxtp_1. The number of synthesized register bits came out at 2112. During I/O placement, the number of pins put on the boundary was 40. The number of enable-type register cells in the synthesized netlist is 2048. The leakage power in the latest report is 28.6 nW. The placeable core region is 160000 um^2. Once detailed placement completed, the half-perimeter wirelength came to 111000 um.

The total iterations of the first detailed-routing run came out at 5. Sorting the synthesized cells by how often they occur yields sky130_fd_sc_hd__edfxtp_1 (2048), sky130_fd_sc_hd__mux4_2 (672), sky130_fd_sc_hd__nor2_1 (130). The area of the die is 163000 um^2. The CTS sink count came out at 2112. The filler cell count came out at 11.2k. TritonRoute output was used to compute an average wire per cell of 33.0 um. The fraction of final layout cells with drive strength greater than 1 came out at 32.8%.

The total vias in the final route came out at 35.7k. The placement report lists the number of port buffers as 38. The critical path in this run is classified as reg2out. The arrival time at the worst endpoint came out at 6920 ps. The number of instances in the synthesized netlist came out at 3243. The number of DRC violations after detailed routing is 0. Entering global routing, the biggest net connects 75 pins. The worst hold path depth is 1. The number of hold-slack violations in the final timing report came out at 0. The required time of the worst setup path came out at 49840 ps. STA classifies the critical path startpoint as a flip-flop. The report puts the cell count of the worst reg-to-reg path at 4. The smallest setup slack after layout came out at 42920 ps. The global routing report lists combined usage of all routing layers as 27.9%.

Per the synthesis report, the number of distinct cell types is 40. TritonCTS built the clock tree. The pin slew with the least headroom to its limit came out at 904 ps. The number of rows in the core area came out at 147.

The report shows a maximum critical-path fanout of 37. The synthesized netlist has a Yosys-reported chip area of 80700 um^2. For this run, asynchronously set or reset flops after synthesis account for 3.03%. The synthesized area per cell came out at 24.9 um^2.

The startpoint of the worst setup timing path is re.rd_bin[0]. The worst clock skew came out at 32.0 ps. The timing report gives the worst reg2reg path a setup slack of 58780 ps.

The path class of the tightest hold or removal check is reg2reg. The count of final setup violators came out at 0. The cell type contributing the most total cell area after synthesis is sky130_fd_sc_hd__edfxtp_1.

The initial antenna violation count is 7. The cell area that synthesis handed to floorplanning was 80700 um^2.
-- routing by layer --
layer  share of wire [%]  global-route usage (%)  wire length (um)  vias to the layer above
met5                0.46                    4.04               888                        -
met4                 2.3                    5.02              4440                       14
met3                  21                    25.4             40800                      288
met2                  47                    38.6             91500                     2627
met1                  29                    34.2             56700                    18200
li1                    -                       -                 -                    14600
-- critical path, cell delays in order (launching register included) --
cell and delay, ps:
sky130_fd_sc_hd__dfrtp_4 840, sky130_fd_sc_hd__buf_4 630, sky130_fd_sc_hd__buf_4 680, sky130_fd_sc_hd__buf_4 750, sky130_fd_sc_hd__buf_4 540, sky130_fd_sc_hd__buf_4 670
sky130_fd_sc_hd__mux4_2 610, sky130_fd_sc_hd__mux4_2 480, sky130_fd_sc_hd__mux4_2 540, sky130_fd_sc_hd__mux2_2 340, sky130_fd_sc_hd__clkdlybuf4s50_1 440
-- worst paths after layout --
kind / end
min in group asynchronous: srw.wq2_rd_ptr[7]
max in group clk1: fm.mem[65][0]
setup / recovery: rd_data[12]
min in group clk0: swr.rq2_wrt_ptr[0]
hold reg to reg: srw.temp_ptr[5]
max in group asynchronous: re.rd_bin[0]
hold / removal: srw.temp_ptr[5]
setup reg to reg: fm.mem[66][0]
-- per-stage QoR --
step | utilization (%) | power (mW) | cell area [um^2] | hold slack [ps] | instances
finish | 57.0 | 4.03 | 91400 | 323 | 5879
global route | 57.0 | 4.19 | 91400 | 305 | 5877
CTS | 56.9 | 4.07 | 91300 | 264 | 5862
detailed placement | 52.7 | 2.84 | 84600 | 335 | 5468
global placement | 52.7 | 2.83 | 84600 | 334 | 5468
floorplan | - | 2.40 | 80700 | 331 | 3243
-- power by group --
group	total (mW)	internal (mW)	switching, mW
Sequential	1.64	1.60	0.0391
Clock	1.22	0.704	0.517
Combinational	1.17	0.549	0.620
-- layout make-up --
type / count / area (um^2) / share of cell area [%]
clock buffer: 261 / 5570 / 6.10
antenna: 17 / 42.5 / 0.0466
tap: 2160 / 2700 / 2.96
sequential: 2112 / 63100 / 69.1
multi-input combinational: 947 / 16800 / 18.4
timing repair buffer: 247 / 1940 / 2.13
clock inverter: 125 / 1130 / 1.24
inverter: 10 / 37.5 / 0.0411
-- cell usage in the layout, fill, tap and decap left out, types with 3 or more instances in the layout --
| master | n |
|---|---|
| sky130_fd_sc_hd__xnor3_1 | 6 |
| sky130_fd_sc_hd__xor2_1 | 19 |
| sky130_fd_sc_hd__nand3b_1 | 3 |
| sky130_fd_sc_hd__clkinv_1 | 48 |
| sky130_fd_sc_hd__nand3_1 | 15 |
| sky130_fd_sc_hd__or3b_2 | 4 |
| sky130_fd_sc_hd__clkbuf_1 | 43 |
| sky130_fd_sc_hd__inv_1 | 10 |
| sky130_fd_sc_hd__clkbuf_16 | 214 |
| sky130_fd_sc_hd__dfrtp_1 | 58 |
| sky130_fd_sc_hd__clkinvlp_4 | 6 |
| sky130_fd_sc_hd__clkinv_8 | 3 |
| sky130_fd_sc_hd__mux2_2 | 16 |
| sky130_fd_sc_hd__inv_16 | 3 |
| sky130_fd_sc_hd__buf_4 | 216 |
| sky130_fd_sc_hd__clkdlybuf4s50_1 | 22 |
| sky130_fd_sc_hd__ha_1 | 4 |
| sky130_fd_sc_hd__nor2_1 | 130 |
| sky130_fd_sc_hd__dlygate4sd3_1 | 8 |
| sky130_fd_sc_hd__dfrtp_4 | 4 |
| sky130_fd_sc_hd__inv_6 | 4 |
| sky130_fd_sc_hd__nand2_1 | 18 |
| sky130_fd_sc_hd__clkinv_2 | 42 |
| sky130_fd_sc_hd__diode_2 | 17 |
| sky130_fd_sc_hd__mux4_2 | 672 |
| sky130_fd_sc_hd__clkbuf_8 | 4 |
| sky130_fd_sc_hd__bufinv_16 | 17 |
| sky130_fd_sc_hd__nor3_1 | 5 |
| sky130_fd_sc_hd__nand4_1 | 4 |
| sky130_fd_sc_hd__edfxtp_1 | 2048 |
| sky130_fd_sc_hd__xnor2_1 | 12 |
| sky130_fd_sc_hd__nor2b_1 | 7 |
| sky130_fd_sc_hd__and3_1 | 4 |
-- repair_timing --
item                      4_1_cts  5_1_grt
hold endpoints to repair        8        0
setup buffers                   0        0
hold buffers                    8        0
resized                         0        0
-- flip-flops by register name, indices dropped and copies added (netlist names) --
name and cells:
swr.temp_ptr 8, wf.wrt_bin 7, srw.wq2_rd_ptr 8, wf.wrt_ptr 8
srw.temp_ptr 8, re.rd_bin 7, fm.mem 2048, swr.rq2_wrt_ptr 8
re.rd_ptr 8, re.empty 1, wf.full 1
-- kinds of logic after synthesis --
logic type | Yosys count | share of synthesized area, %
xor+xnor | 39 | 0.563
buf+inv | 184 | 0.971
mux | 690 | 19.0
simple gates | 202 | 1.10
compound gates | 12 | 0.110
fa+ha+maj | 4 | 0.0620
flops | 2112 | 78.2
Power is estimated from default activity; no workload was simulated.
